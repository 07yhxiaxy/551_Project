`flow/constraint.sdc`:
```
current_design PID

set clk_period 16.4
set clk_io_pct 0.2

create_clock -name clk0 -period $clk_period [get_ports {clk}]

set non_clock_inputs [all_inputs -no_clocks]
set_input_delay [expr $clk_period * $clk_io_pct] -clock clk0 $non_clock_inputs
set_output_delay [expr $clk_period * $clk_io_pct] -clock clk0 [all_outputs]
```
`flow/run.sh`:
```
#!/bin/bash
# OpenROAD 26Q1-2900-gdf79404cd8, Yosys 0.63+post, stock flow scripts
make -C /OpenROAD-flow-scripts/flow DESIGN_CONFIG=/design/flow/config.mk WORK_HOME=/design/flow/orfs finish
```
`flow/config.mk`:
```
export PLATFORM = sky130hd
export DESIGN_NAME = PID
export DESIGN_NICKNAME = PID
export VERILOG_FILES = /design/flow/design.v
export SDC_FILE = /design/flow/constraint.sdc
export NUM_CORES = 4
export LEC_CHECK = 1
export CORE_UTILIZATION = 50
```
`flow/design.v`:
```
module PID(
    input clk, rst_n, not_pedaling,
    input [12:0] error,
    output [11:0] drv_mag
);
parameter FAST_SIM = 0;
logic [13:0] I_term, P_term;
logic [19:0] decimator;
logic decimator_full;
generate if (FAST_SIM) begin
            assign decimator_full = &decimator[14:0];
        end else begin
            assign decimator_full = &decimator;
        end
endgenerate
always_ff @(posedge clk, negedge rst_n) begin 
    if(!rst_n)
        decimator <= 0;
    else
        decimator <= decimator + 1;
end
assign P_term = {error[12], error};
logic [17:0] integrator;
logic [17:0] added;
assign added = integrator + {{5{error[12]}}, error};
assign pos_ov = added[17] && (!added[16]);
always_ff @(posedge clk, negedge rst_n) begin
if(!rst_n) 
	integrator <= 0;
else if(not_pedaling)
	integrator <= 18'h00000;
else if(!decimator_full)
	integrator <= integrator;
else if(pos_ov)
	integrator <= 18'h1FFFF;
else if(added[17])
	integrator <= 18'h00000;
else
	integrator <= added;
end
assign I_term = {{2{integrator[16]}}, integrator[16:5]};
logic [12:0] first_synch_val, second_synch_val, prev_err;
logic [12:0] first_synch_val_inp, second_synch_val_inp, prev_err_inp;
assign first_synch_val_inp = decimator_full ? error : first_synch_val;
assign second_synch_val_inp = decimator_full ? first_synch_val : second_synch_val;
assign prev_err_inp = decimator_full ? second_synch_val : prev_err;
always_ff @(posedge clk, negedge rst_n) begin
    if (~rst_n) begin
        first_synch_val <= 0;
        second_synch_val <= 0;
        prev_err <= 0;
    end
    else begin
        first_synch_val <= first_synch_val_inp;
        second_synch_val <= second_synch_val_inp;
        prev_err <= prev_err_inp;
    end
end
logic signed [12:0] D_diff;
logic signed [8:0] D_diff_sat;
assign D_diff = error - prev_err;
assign D_diff_sat = (D_diff > 9'h0FF) ? 9'h0FF :
                    (D_diff < 9'h100) ? 9'h100 : D_diff;
logic signed [9:0] D_term;
assign D_term = D_diff << 2;
logic [13:0] PID, I_ext, D_ext;
logic [11:0] drv_mag_tmp;
assign I_ext = {1'b0, I_term};
assign D_ext = {{4{D_term[9]}}, D_term};
assign PID = P_term + I_term + D_term;
assign drv_mag_tmp = PID[12] ? 12'hFFF : PID[11:0];
assign drv_mag = PID[13] ? 12'h000 : drv_mag_tmp;
endmodule
```
==> flow_metrics.py <==
# Synthesis and PnR figures
metrics = {
    "outcome": {
        "status": "finished, final reports clean",
    },
    "worst_setup_path": {
        "crit_slowest_cell": "xnor2_1",
        "arrival_ns": 8.29,
        "critPathCaptureType": "output port",
        "path_buffers": 3,
        "criticalPathCategory": "input port to output port",
        "critPathLaunchType": "input port",
        "path_max_fanout": 12,
        "crit_family": "AND-OR/OR-AND gates",
        "cp_cell_sequence": "clkdlybuf4s50_1 -> ha_1 -> nor2b_1 -> o21ai_0 -> nand2b_1 -> a21o_1 -> a21oi_1 -> o21ai_0 -> xnor2_1 -> fa_1 -> inv_1 -> ha_1 -> and4_1 -> a21oi_1 -> o21ai_0 -> a31oi_1 -> a21oi_1 -> xnor2_1 -> a41oi_1 -> clkdlybuf4s50_1",
        "critPathMaxStageDelay_ns": 0.73,
        "cp_data_required_time_ns": 13.12,
        "ff2ff_setup_slack_ns": 12.98,
    },
    "hold_path": {
        "hold_path_class": "flop to flop",
    },
    "logic_synthesis": {
        "ys_warn_count": 2,
        "topCellsByArea": "dfrtp_1 34%, ha_1 12%, nand2_1 7.2%",
        "edf_count": 0,
        "synth_area_per_cell_um2": 9.05,
        "yosysTopAreaCellShare_pct": 34.1,
        "syn_inst": 495,
        "synthArstFlopShare_pct": 100,
        "synth_cell_types": 49,
        "ys_area_um2": 4480,
        "ys.flop_type": "dfrtp_1",
        "synth.cell_area_um2": 4480,
        "ys_cells": 495,
        "top_area_cell": "dfrtp_1",
        "ys.flops": 61,
        "ys_seq_share_pct": 34.1,
    },
    "final_timing": {
        "setup_slack_ns": 4.83,
        "rsz0062_at_grt": "no",
        "tns_ns": 0,
        "worstMarginPinSlew_ns": 0.917,
        "finalSetupViolations": 0,
        "skew_ns": 0.0114,
        "min_period_over_period_pct": 70.6,
        "clock.fmax_mhz": 86.4,
        "hold_viol_final": 0,
        "drv_slew": 0,
        "period_minus_slack_ns": 11.57,
        "relSlewSlack_pct": 38.4,
    },
    "clock_network": {
        "insertion_delay_ns": 0.34,
        "cts_tree": "yes",
        "ctsResizeCount": 0,
        "clk_pin_slew_ns": 0.07,
        "postCtsHoldBufs": 0,
        "cts-root-buf": "clkbuf_8",
        "cts_sinks": 61,
        "post_cts_buffers": 0,
        "htreeDepth": 3,
        "clock_path_buffers": 2,
        "cts_buffers": 9,
    },
    "finish": {
        "fin_area_um2": 5040,
        "fillers": 767,
        "final_common_cell": "nand2_1",
        "final_cell_mix": "86 x nand2_1, 61 x dfrtp_1, 42 x ha_1",
        "drive_above_1_share_pct": 7.41,
        "syn2layout_area_growth_pct": 12.4,
    },
    "global_route": {
        "grt_pass1_vias": 3439,
        "grt_max_degree": 59,
        "grt_pass1_wl_um": 17000,
        "antenna_found_initial": 0,
        "grt_usage_pct": 23.0,
        "gr-total-overflow": 0,
    },
    "floorplanning": {
        "floorplan.core_util_pct": 51.6,
        "dieArea_um2": 9340,
        "die_h_um": 96.7,
        "fp.dieW_um": 96.7,
        "rows": 34,
        "coreArea_um2": 8680,
        "num_io_pins": 28,
    },
    "power": {
        "ir_drop_v": 0.0000440,
        "power_mw": 0.360,
        "p_per_area_nw_per_um2": 71.5,
        "power_leakage_nw": 2.33,
    },
    "placed_design": {
        "gp_congestion": 0.925,
        "dpl.hpwl_um": 7200,
        "place_area_um2": 4840,
        "pre_cts_slack_ns": 4.81,
        "port_buffers": 27,
    },
    "detailed_routing": {
        "drc": 0,
        "num_antenna_cells": 0,
        "drtIter0Drc": 127,
        "vias": 3477,
        "antenna_left": 0,
        "drt-total-wl_um": 9610,
        "routedWlPerCell_um": 15.2,
        "vias_per_cell": 5.48,
        "first_pass_iters": 4,
    },
    "flow_run": {
        "drv_cap": 0,
        "openroad.warnings": 26,
    },
}
layer usage:
layer / vias to the layer above / routed length (µm) / global-route usage (%)
li1: 1780 / - / -
met1: 1623 / 5020 / 39.0
met2: 70 / 4080 / 33.3
met3: 4 / 450 / 4.49
met4: 0 / 53 / 2.07
met5: - / 0 / 0
through the flow:
| step | std cells | hold WS (ns) | utilization [%] |
|---|---|---|---|
| 2_1_floorplan | 495 | 0.436 | - |
| 3_3_place_gp | 618 | 0.447 | 55.8 |
| 3_5_place_dp | 618 | 0.450 | 55.8 |
| 4_1_cts | 634 | 0.468 | 58.0 |
| 5_1_grt | 634 | 0.493 | 58.0 |
| 6_report | 634 | 0.468 | 58.0 |
registers in the layout, indices dropped and copies added, names as in the netlist:
signal / count
decimator: 20
first_synch_val: 8
prev_err: 8
second_synch_val: 8
integrator: 17
tightest hold or removal path, delay by kind of cell, from the launching register on:
family           cells  cell delay [ns]
flip-flops           1             0.34
AND/OR/NAND/NOR      2             0.10
worst paths after layout:
check | start | to | cells after the start
max in group asynchronous | rst_n | decimator[11] | 2
worst min-delay path | first_synch_val[2] | second_synch_val[2] | 2
worst min register to register | first_synch_val[2] | second_synch_val[2] | 2
min in group asynchronous | rst_n | integrator[0] | 1
worst max-delay path | error[1] | drv_mag[11] | 20
worst max register to register | integrator[1] | integrator[3] | 8
synthesized netlist by cell type, types with 4 or more instances:
| master | number |
|---|---|
| nand2_1 | 86 |
| buf_2 | 5 |
| a311oi_1 | 4 |
| nand4_1 | 6 |
| ha_1 | 42 |
| o21ai_0 | 26 |
| a31o_1 | 4 |
| a21o_1 | 9 |
| fa_1 | 11 |
| a21oi_1 | 36 |
| and3_1 | 4 |
| inv_1 | 23 |
| clkbuf_1 | 9 |
| a311oi_2 | 10 |
| nor3_1 | 8 |
| o21a_1 | 5 |
| nand3_1 | 12 |
| a211oi_1 | 5 |
| nor3b_1 | 4 |
| dfrtp_1 | 61 |
| nor2_1 | 33 |
| or3_1 | 5 |
| xnor2_1 | 34 |
| xor2_1 | 12 |
kinds of logic (layout without fill, tap and decap cells):
logic type	after synthesis	count (layout)	share of synthesized area [%]
xor+xnor	46	46	8.99
simple gates	176	176	18.1
flops	61	61	34.1
buf+inv	40	71	3.74
fa+ha+maj	53	53	16.6
compound gates	119	119	18.5
area by class of cell:
type / count / area [µm²] / share of cell area, %
multi-input combinational: 394 / 2790 / 55.3
timing repair buffer: 32 / 303 / 6.01
sequential: 61 / 1530 / 30.3
inverter: 23 / 86.3 / 1.71
tap: 108 / 135 / 2.68
clock inverter: 7 / 75.1 / 1.49
clock buffer: 9 / 124 / 2.46
where the power goes:
part	total, mW	switching (mW)	internal [mW]
clock	0.134	0.0636	0.0705
sequential	0.150	0.000000000000000187	0.150
combinational	0.0759	0.0399	0.0360
Power and IR drop assume default switching activity.
