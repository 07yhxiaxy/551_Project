==> flow/config.mk <==
export PLATFORM = sky130hd
export DESIGN_NAME = mult_accum_gated
export DESIGN_NICKNAME = mult_accum_gated
export VERILOG_FILES = /design/flow/design.v
export SDC_FILE = /design/flow/constraint.sdc
export NUM_CORES = 4
export LEC_CHECK = 1
export CORE_UTILIZATION = 50
==> flow/constraint.sdc <==
current_design mult_accum_gated

set clk_period 12.9
set clk_io_pct 0.2

create_clock -name clk0 -period $clk_period [get_ports {clk}]

set non_clock_inputs [all_inputs -no_clocks]
set_input_delay [expr $clk_period * $clk_io_pct] -clock clk0 $non_clock_inputs
set_output_delay [expr $clk_period * $clk_io_pct] -clock clk0 [all_outputs]
==> flow/design.v <==
module mult_accum_gated(clk,clr,en,A,B,accum);
input clk,clr,en;
input [15:0] A,B;
output reg [63:0] accum;
reg [31:0] prod_reg;
reg en_stg2;
logic clk_en_lat, clk_en_lat2, gated_clk1, gated_clk2;
always @ (~clk or en) begin
      if (~clk)
         clk_en_lat <= en;
end
assign gated_clk1 = clk_en_lat & clk;
always @ (~clk or en_stg2) begin
      if (~clk)
         clk_en_lat2 <= en_stg2;
end
assign gated_clk2 = clk_en_lat2 & clk;
always_ff @(posedge gated_clk1)
    prod_reg <= A*B;
always_ff @(posedge clk)
    en_stg2 <= en;
always_ff @(posedge gated_clk2)
    if (clr)
      accum <= 64'h0000000000000000;
    else  
      accum <= accum + prod_reg;
endmodule
==> flow/run.sh <==
#!/bin/bash
# OpenROAD 26Q1-2900-gdf79404cd8, Yosys 0.63+post, stock flow scripts
make -C /OpenROAD-flow-scripts/flow DESIGN_CONFIG=/design/flow/config.mk WORK_HOME=/design/flow/orfs finish
==> qor.yml <==
crit_path_max_fanout: 16
warnings: 25
ys_async_sr_fraction: 0
antenna_found_initial: 0
flop_cell: "dfxtp_1"
netlist_area_um2: 13100
fin_skew_ps: 58.3
cts_resized: 0
vias_per_cell: 5.17
synth-edff-count: 0
slew_violations: 0
dieArea_um2: 27000
min_period_ps: 8760
adder_share: 0.426
ys_types: 58
worst_setup_path_end_kind: "register"
crit_family: "adder cells"
grt_max_degree: 65
drc: 0
insertion_delay_ps: 720
timing.rr.end: "clk_en_lat2"
hold_depth: 0
ys.warnings.count: 1
crit_top_cell: "fa_1"
regArea_um2: 1970
num_rows: 58
cp-start-kind: "primary input"
setup_violations: 0
nFillCells: 2158
ys_ff: 99
clk_pin_slew_ps: 50
ys_sh_mux: 0.000761
worstPathCellList: "clkdlybuf4s50_1, and2_1, fa_1, inv_1, fa_1, fa_1, inv_1, fa_1, fa_1, inv_1, fa_1, inv_1, ha_1, and3_1, a221oi_1, nand3b_1, o211ai_1, o21ai_0, and2_1, a221o_1, a21oi_1, xnor2_1"
p_sw_frac: 0.481
lay_top_count: "inv_1"
p_comb_frac: 0.812
post-route-period-util: 0.679
min_to: "clk_en_lat2"
drtIter0Drc: 463
ir_drop_uv: 170
die_y_um: 164
syn_to_final_growth_pct: 15.5
hold_path.class: "reg2latch"
leakagePower_nw: 7.38
total_power_mw: 3.57
ios: 99
diodes: 0
portBuffers: 98
gp_congestion: 0.884
xor_share: 0.0506
wl_per_cell_um: 15.2
p_int_mw: 1.85
cp_slowest_stage_delay_ps: 790
yosys.area_share.simple: 0.189
postCtsSetupRepairBufs: 0
crit_type: "in2reg"
r2r_start: "en_stg2"
cts_tree: "done"
fmax_mhz: 114
track_usage: 0.242
pwr-share-clk: 0.108
ys_cells: 1506
core_region_area_um2: 25500
syn_inst: 1506
largest_register_ffs: 64
grt_remaining_overflow: 0
vias: 9952
logic_family: "adder cells"
die_width_um: 164
reg2reg_depth: 0
critical_path_buf_inv_count: 5
worstPathArrival_ps: 9360
utilization: 0.596
grt_pass1_wl_um: 48500
ant_nets: 0
maxSlewHeadroom: 0.472
holdCritStartpoint: "en_stg2"
hold_viol: 0
status: "complete, no violations"
p_switching_mw: 1.72
p_seq_frac: 0.081
grt_pass1_vias: 9791
avgSynthCellArea_um2: 8.73
ys_sh_aoi: 0.0967
drive_above_1_share: 0.0364
rsz0062_at_grt: "false"
initCoreUtil: 0.516
drt-total-wl_um: 29200
comb_area_um2: 10000
drv_cap: 0
ys_area_um2: 13100
final_cell_mix: "253 x inv_1, 195 x fa_1, 178 x nand2_1"
r2r_setup_slack_ps: 6270
critPathRequiredTime_ps: 13500
setup_tns_ps: 0
crit_start: "A[6]"
worstMarginPinSlew_ps: 789
dp_hpwl_um: 23000
cts_hold_buf: 0
critical_path.slowest_cell: "clkdlybuf4s50_1"
power-per-cell-area_nw_per_um2: 235
dr.pass1.iters: 5
-- through the flow --
stage	instances	setup WS, ps	instance area, um2	hold WS [ps]
floorplan	1506	3870	13100	226
global placement	1890	3410	14400	227
detailed placement	1890	3400	14400	227
CTS	1925	4130	15200	389
global route	1925	3730	15200	393
finish	1925	4140	15200	385
-- power groups by stage --
stage         clock network (mW)  registers, mW  logic, mW
CTS                        0.393          0.289       2.95
finish                     0.385          0.288       2.90
global route               0.402          0.294       3.38
-- cells in the mapped netlist, drive strengths merged, types with 3 or more instances --
cell      n  area, um2
inv     253        950
xor2     40        350
dfxtp    97       1940
o21a      5       37.5
or3      10       63.8
ha      136       1700
clkbuf   47        179
fa      195       3900
nand3    24        120
a221oi    3       26.3
a211oi    6       50.1
o31ai     5       51.3
and3     18        114
nand2b    7       43.8
a221o     3       30.0
a31oi     3       18.8
xnor2    36        315
and4      3       26.3
nand2   178        668
nand4    24        165
a21oi    73        369
nor3      6       30.0
nor2b    13       81.3
buf       4       17.5
and2    129        807
o21ai    39        195
nor2     78        293
or4       3       26.3
a21o     32        241
o21bai   10       75.1
o211ai    3       22.5
-- kinds of logic after synthesis --
family                     after synthesis
xor gates and xnor gates                76
buffers and inverters                  304
adders and majority gates              331
AOI/OAI and AO/OA                      196
latches                                  2
muxes                                    1
and+or+nand+nor                        499
DFF                                     97
-- layout make-up --
| class | instances | share of cell area |
|---|---|---|
| Inverter | 253 | 0.0625 |
| Tap cell | 330 | 0.0272 |
| Clock inverter | 7 | 0.00956 |
| Timing Repair Buffer | 105 | 0.0677 |
| Sequential cell | 99 | 0.130 |
| Multi-Input combinational cell | 1103 | 0.661 |
| Clock buffer | 28 | 0.0425 |
-- worst max path at each step --
| stage | cells after the start | slack (ps) | end |
|---|---|---|---|
| final | 22 | 4140 | prod_reg[31] |
| after global routing | 22 | 3730 | prod_reg[31] |
| after CTS | 22 | 4130 | prod_reg[31] |
-- per-layer routing --
metal  up-vias  wire length [um]  track usage
li1       4933                 -            -
met1      4713             14400        0.392
met2       283             12200        0.348
met3        23              2230       0.0706
met4         0               320       0.0295
met5         -                 0            0
Power figures rest on the tool's default switching activity, not on a simulated workload.
