<file path="./config.mk">
export PLATFORM = sky130hd
export DESIGN_NAME = plant
export DESIGN_NICKNAME = plant
export VERILOG_FILES = /design/flow/design.v
export SDC_FILE = /design/flow/constraint.sdc
export NUM_CORES = 4
export LEC_CHECK = 1
export CORE_UTILIZATION = 50
</file>
<file path="./run.sh">
#!/bin/bash
# OpenROAD 26Q1-2900-gdf79404cd8, Yosys 0.63+post, stock flow scripts
make -C /OpenROAD-flow-scripts/flow DESIGN_CONFIG=/design/flow/config.mk WORK_HOME=/design/flow/orfs finish
</file>
<file path="./constraint.sdc">
current_design plant

set clk_period 205.1
set clk_io_pct 0.2

create_clock -name clk0 -period $clk_period [get_ports {clk}]

set non_clock_inputs [all_inputs -no_clocks]
set_input_delay [expr $clk_period * $clk_io_pct] -clock clk0 $non_clock_inputs
set_output_delay [expr $clk_period * $clk_io_pct] -clock clk0 [all_outputs]
</file>
<file path="./design.v">
module plant(clk,rst_n,drv_duty,avg_curr);
  input clk;
  input rst_n;
  input [11:0] drv_duty;
  output [11:0] avg_curr;
  reg [11:0]dly_mem[0:255];		 
  reg [19:0] accum;
  reg [7:0] new_ptr,old_ptr;
  reg full;						 
  always_ff @(posedge clk, negedge rst_n)
    if (!rst_n)
	  new_ptr <= 8'h00;
	else
	  new_ptr <= new_ptr + 1;
  always_ff @(posedge clk, negedge rst_n)
    if (!rst_n)
	  old_ptr <= 8'h00;
	else if (full)
	  old_ptr <= old_ptr + 1;
 always_ff @(posedge clk, negedge rst_n)
   if (!rst_n)
     full <= 1'b0;
   else if (&new_ptr)
     full <= 1'b1;   
  always_ff @(posedge clk, negedge rst_n)
    if (!rst_n)
	  accum <= 20'h00000;
	else
	  accum <= (full) ? accum + drv_duty - dly_mem[old_ptr] : accum + drv_duty;
  always_ff @(posedge clk)
    dly_mem[new_ptr] <= drv_duty;
  assign avg_curr = accum[19:8];	 
endmodule
</file>
==> results.py <==
# Physical implementation metrics
metrics = {
    "placed_design": {
        "post-place-cells": 8416,
        "hpwlAfterDp_mm": 181,
        "place.gp.congestion": 0.884,
        "port_buffers": 25,
        "placedInstanceArea_um2": 126000,
    },
    "cts": {
        "cts_post_setup_buffers_inserted": 0,
        "clk_slew_on_worst_s_h_paths_ns": 0.06,
        "tritoncts_clock_tree": "yes",
        "cts_resized": 0,
        "worst_skew_pair.late_latency_ns": 0.96,
        "cts-buffers-inserted": 327,
        "cts.root.buffer_cell": "sky130_fd_sc_hd__clkbuf_16",
        "postCtsHoldBufs": 0,
        "cts.path.max_buffers": 4,
        "h_tree_lvls": 5,
        "numClockSinks": 3109,
    },
    "logic_synthesis": {
        "top_cell_area_share_pct": 76.5,
        "synthesis.instances": 5114,
        "ff_type": "sky130_fd_sc_hd__edfxtp_1",
        "synthMostInstantiatedCell": "sky130_fd_sc_hd__edfxtp_1",
        "yosysTopAreaCell": "sky130_fd_sc_hd__edfxtp_1",
        "async_reset_ff_share_pct": 1.19,
        "synthTopCellsByArea": "sky130_fd_sc_hd__edfxtp_1, sky130_fd_sc_hd__mux4_2, sky130_fd_sc_hd__nor2_1, sky130_fd_sc_hd__dfrtp_1, sky130_fd_sc_hd__clkbuf_1",
        "netlist-cell-type-count": 60,
        "post_synth_most_frequent_cells": "sky130_fd_sc_hd__edfxtp_1, sky130_fd_sc_hd__mux4_2, sky130_fd_sc_hd__nor2_1, sky130_fd_sc_hd__clkbuf_1, sky130_fd_sc_hd__nand2_1",
        "ys_seq_elements": 3109,
        "edf_count": 3072,
        "synth-cells-yosys": 5114,
        "post_synthesis_average_cell_area_um2": 23.6,
        "synth.yosys.seq_area_share_pct": 77.3,
        "ys.warnings.count": 1,
        "syn-cell-area_um2": 121000,
        "yosys-stat-area_um2": 121000,
    },
    "floorplanning": {
        "floorplan.rows": 179,
        "fp_util_pct": 50.5,
        "die.size.x_um": 493,
        "core_region_area_um2": 239000,
        "floorplan.io_pins": 26,
        "die_y_um": 493,
        "chip_area_um2": 243000,
    },
    "power": {
        "leakage_nw": 41.4,
        "seq_power_share_pct": 53.9,
        "power.ir.vdd_worst_mv": 0.00676,
        "total_power_w": 0.00130,
        "power_density_nw_per_um2": 9.55,
        "p_sw_w": 0.000262,
        "power_report.internal_total_w": 0.00104,
        "clkPwrFrac_pct": 42.7,
        "pwr-share-comb_pct": 3.4,
        "switching_share_pct": 20.1,
    },
    "global_routing": {
        "grt_start_max_net_pins": 113,
        "first_global_vias": 61700,
        "gr-usage-all-layers_pct": 29.9,
        "first_pass_grt_wire_length_mm": 447,
        "overflow_left_after_global_routing": 0,
        "antenna_found_initial": 3,
    },
    "routing": {
        "wl_per_cell_um": 34.7,
        "remaining_drc_errors": 0,
        "routed_wl_mm": 311,
        "detailedRoute.firstPassIterationCount": 5,
        "antenna_violating_nets_post_route": 0,
        "dr_total_vias": 55900,
        "routed_via_density": 6.22,
        "drt_iter0_drc": 3614,
    },
    "final_layout": {
        "stdcell_count": 8982,
        "final_layout_size_suffix_gt1_share_pct": 31.4,
        "area_growth_pct": 13.1,
        "postLayoutCellArea_um2": 136000,
    },
    "setup_path": {
        "critical_path_arrival_ns": 45.50,
        "worst_path_dominant_cell_family": "AND-OR/OR-AND gates",
        "endpoint_kind": "register",
        "cp_num_buf_inv": 2,
        "critical_path_peak_fanout": 81,
        "max_stage_delay_on_crit_path_ns": 0.69,
        "crit_path_cell_trace": "buf_8 -> buf_4 -> ha_1 -> a21oi_1 -> o211ai_1 -> a31oi_1 -> o21bai_1 -> a21oi_1 -> xnor2_1 -> ha_1 -> nand2_1 -> o211ai_1 -> a211oi_1 -> mux2_2 -> a31oi_1 -> xnor2_1",
        "worstSetupPathType": "input pin to register",
        "required_ns": 205.95,
        "startpoint_type": "input pin",
        "crit_start": "drv_duty[1]",
        "crit_path_top_delay_cell": "sky130_fd_sc_hd__a211oi_1",
        "crit-reg2reg-launch": "old_ptr[0]",
    },
    "flow_run": {
        "warning_count": 41,
        "cap_violations": 0,
    },
    "sta": {
        "slew_headroom_pct": 29.8,
        "slew_viol_final": 0,
        "min_cycle_time_layout_ns": 44.66,
        "setup_total_negative_slack_ns": 0,
        "hold_violations": 0,
        "worst_slew_pin_slew_ns": 1.04,
        "fin_worst_skew_ns": 0.0436,
        "maxClockFrequency_mhz": 22.4,
        "timing.hold.ws_ns": 0.539,
        "grt_setup_unrepaired": "no",
        "tcrit_tclk_final_pct": 21.8,
        "setup_viol_count_final": 0,
    },
    "hold_path": {
        "holdCritPathClass": "register to register",
        "min_from": "accum[14]",
    },
    "status": {
        "run_status": "finished, final reports clean",
    },
}
final timing paths:
| check | to | slack [ns] | depth (start not counted) |
|---|---|---|---|
| setup / recovery | accum[14] | 160.44 | 16 |
| hold / removal | accum[14] | 0.54 | 1 |
| setup reg to reg | accum[14] | 196.85 | 21 |
| hold reg to reg | accum[14] | 0.54 | 1 |
| max in group asynchronous | old_ptr[3] | 164.52 | 2 |
| min in group asynchronous | accum[18] | 40.14 | 2 |
registers in the layout, summed over array words and instances (netlist names):
name and flops:
old_ptr 8, dly_mem 3072, full 1, new_ptr 8, accum 20
cell families after synthesis:
logic type	count (synthesis)	synth area share, %
AOI/OAI and AO/OA	196	1.14
buffers and inverters	304	1.33
DFF	3109	77.3
and+or+nand+nor	443	1.55
adders and majority gates	31	0.334
muxes	992	18.1
xor gates and xnor gates	39	0.283
cells in the final DEF (no fill, tap or decap), types with 7 or more instances in the layout:
master	n
sky130_fd_sc_hd__nand2_2	16
sky130_fd_sc_hd__ha_1	29
sky130_fd_sc_hd__mux4_2	945
sky130_fd_sc_hd__mux2_2	10
sky130_fd_sc_hd__a22oi_1	47
sky130_fd_sc_hd__o22ai_1	12
sky130_fd_sc_hd__buf_4	396
sky130_fd_sc_hd__xnor2_1	27
sky130_fd_sc_hd__clkbuf_1	80
sky130_fd_sc_hd__a22o_1	16
sky130_fd_sc_hd__clkinv_1	57
sky130_fd_sc_hd__buf_8	12
sky130_fd_sc_hd__edfxtp_1	3072
sky130_fd_sc_hd__nor2_1	275
sky130_fd_sc_hd__inv_1	12
sky130_fd_sc_hd__nor2b_1	13
sky130_fd_sc_hd__a221oi_1	12
sky130_fd_sc_hd__xor2_1	12
sky130_fd_sc_hd__nand2_1	53
sky130_fd_sc_hd__mux2i_1	37
sky130_fd_sc_hd__a21oi_1	31
sky130_fd_sc_hd__nor3_1	10
sky130_fd_sc_hd__nand2b_1	8
sky130_fd_sc_hd__bufinv_16	21
sky130_fd_sc_hd__a31oi_1	7
sky130_fd_sc_hd__clkdlybuf4s50_1	12
sky130_fd_sc_hd__clkbuf_16	332
sky130_fd_sc_hd__nand3_1	34
sky130_fd_sc_hd__a211oi_1	13
sky130_fd_sc_hd__clkinv_2	56
sky130_fd_sc_hd__o21ai_0	19
sky130_fd_sc_hd__dfrtp_1	33
cell type report:
cell class,count,area [um^2]
fill,17000,102000
inverter,12,45.0
timing repair buffer,427,3400
multi-input combinational,1701,25800
sequential,3109,93200
clock buffer,415,8650
clock inverter,148,1270
antenna,3,7.51
tap,3167,3960
per-layer routing:
layer  up-vias  share of wire (%)  track usage, %
met3       472                 20            25.0
met2      4165                 47            41.2
met1     28400                 31            39.4
li1      22800                  -               -
met5         -               0.17            1.88
met4        16                2.7            6.09
per-stage QoR:
| step | util [%] | worst slack, ns |
|---|---|---|
| 2_1_floorplan | - | 160.72 |
| 3_3_place_gp | 53.0 | 159.51 |
| 3_5_place_dp | 53.0 | 159.48 |
| 4_1_cts | 57.1 | 160.46 |
| 5_1_grt | 57.1 | 159.98 |
| 6_report | 57.1 | 160.44 |
power groups by stage:
stage / clock, W / sequential [W] / combinational [W]
5_1_grt: 0.000588 / 0.000702 / 0.0000496
4_1_cts: 0.000565 / 0.000702 / 0.0000441
6_report: 0.000556 / 0.000702 / 0.0000441
No activity file was given, so power comes from the tool's default toggle rates.
